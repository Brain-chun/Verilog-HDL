==> ./config.mk <==
export PLATFORM = sky130hd
export DESIGN_NAME = as
export DESIGN_NICKNAME = as
export VERILOG_FILES = /design/flow/design.v
export SDC_FILE = /design/flow/constraint.sdc
export NUM_CORES = 4
export LEC_CHECK = 1
export CORE_AREA = 10 10 70 70
export DIE_AREA = 0 0 80 80
==> ./constraint.sdc <==
current_design as

set clk_period 4.8
set clk_io_pct 0.2

create_clock -name clk0 -period $clk_period

set non_clock_inputs [all_inputs -no_clocks]
set_input_delay [expr $clk_period * $clk_io_pct] -clock clk0 $non_clock_inputs
set_output_delay [expr $clk_period * $clk_io_pct] -clock clk0 [all_outputs]
==> ./design.v <==
`timescale 1ns / 1ps
module as(x, y, s, control, cout);
input [3:0] x, y;
input control;
output [3:0] s;
output cout;
wire [3:0] wire_y;
assign wire_y[0] = y[0] ^ control;
assign wire_y[1] = y[1] ^ control;
assign wire_y[2] = y[2] ^ control;
assign wire_y[3] = y[3] ^ control;
rc_adder rc_adder(.x(x), .s(s), .cout(cout), .cin(control), .y(wire_y) );
endmodule
`timescale 1ns / 1ps
module f_adder(cin, x, y, s, cout);
input cin, x, y;
output s, cout;
wire t0, t1,t2;
h_adder ha0(.x(cin), .y(t0), .s(s), .c(t1));
h_adder ha1(.x(x), .y(y), .s(t0), .c(t2));
assign cout = t1 | t2;
endmodule
`timescale 1ns / 1ps
module h_adder(x, y, s, c);
input x, y;
output s, c;
assign s = x ^ y;
assign c = x & y;
endmodule
`timescale 1ns / 1ps
module rc_adder(x, y, s, cin, cout);
input [3:0] x, y;
input cin;
output [3:0] s;
output cout;
wire [2:0] c;
f_adder fa_0(.x(x[0]), .y(y[0]), .cin(cin), .s(s[0]), .cout(c[0]));
f_adder fa_1(.x(x[1]), .y(y[1]), .cin(c[0]), .s(s[1]), .cout(c[1]));
f_adder fa_2(.x(x[2]), .y(y[2]), .cin(c[1]), .s(s[2]), .cout(c[2]));
f_adder fa_3(.x(x[3]), .y(y[3]), .cin(c[2]), .s(s[3]), .cout(cout));
endmodule
==> ./run.sh <==
#!/bin/bash
# OpenROAD 26Q1-2900-gdf79404cd8, Yosys 0.63+post, stock flow scripts
make -C /OpenROAD-flow-scripts/flow DESIGN_CONFIG=/design/flow/config.mk WORK_HOME=/design/flow/orfs finish
==> impl_metrics.ini <==
; flow metrics
[final_timing]
slew_viol_final = 0
setup_viol = 0
hold_viol = 0
relSlewSlack_pct = 87.50
rsz0062_at_grt = no
fin_tns_setup_ns = 0
fin_crit_sh_pct = 92.00
max_freq_mhz = 226.4
min_period_ns = 4.416
tightest_slew_ns = 0.1823

[global_routing]
grt_overflow = 0
grt_antenna_before_repair = 0
grt_pass1_wl_um = 752
grt_use_total_pct = 1.508
grt_pass1_vias = 150
grt_start_max_net_pins = 5

[cells_and_area]
flops = 0
nClkBuffers = 0
syn_to_final_growth_pct = 108.9
design_area_um2 = 321.6
seqCellArea_um2 = 0
drive_gt1_share_pct = 0

[floorplanning]
rows = 21
die-area_um2 = 6400
ios = 14
die_width_um = 80
die_y_um = 80
core_um2 = 3416
fp_util_pct = 4.506

[flow_run]
warnings = 32
drv_cap = 0

[power]
p_clk_share_pct = 0
peakVddDrop_mv = 0.03519
p_seq_share_pct = 0
power.density_nw_per_um2 = 121.9
p_leak_uw = 0.0001219
p_int_uw = 26.79
switching_share_pct = 31.68
p_sw_uw = 12.42
combPwrFrac_pct = 100.0

[logic_synthesis]
syn_inst = 17
synth_area_per_cell_um2 = 9.053
ys_cells = 17
synth_top_cell_by_area = fa_1
synth_top_area_share_pct = 39.02
syn_area_um2 = 153.9
synth-seq-area-share_pct = 0
synth_chip_area_um2 = 153.9
yosysWarnings = 0
area_leaders = fa_1 (39%), buf_4 (20%), inv_1 (12%)
synth.distinct_cells = 6

[placed_design]
dp_hpwl_um = 489.6
placed_area_um2 = 321.6
routabilityCongestion = 0.7096
port_buffers = 14

[route]
route.detailed.drc = 0
postRouteAntennaNets = 0
n_antenna_cell = 0
wl_per_cell_um = 6.767
wirelength_um = 494
first_iter_violations = 0
vias_per_cell = 1.616
num_vias = 118
drt-pass1-iter-count = 1

[critical_path]
critPathLaunchType = input pin
cp-startpoint = control
worstPathArrival_ns = 3.46
worstSetupPathType = in -> out
worst_path_max_delay_cell = clkdlybuf4s50_1
end_kind = output pin
path_cells = clkdlybuf4s50_1 -> mux2i_1 -> fa_1 -> fa_1 -> inv_1 -> fa_1 -> clkdlybuf4s50_1
max_stage_delay_ns = 0.58
path_max_fanout = 4
critPathRequiredTime_ns = 3.84
path_common_cell = fa_1

[clocking]
cts_hold_buf = 0
cts_resized = 0
cts_setup_buffers = 0

[run_status]
status = finished clean

[min_path]
hold_start = x[0]
hold_class = in -> out
==> cells in the final DEF (no fill, tap or decap), drive strengths merged <==
cell type	instances
clkdlybuf4s50	14
inv	5
fa	3
xor2	2
xnor2	2
mux2i	1
==> stage by stage <==
stage / hold WS, ns / util, % / std cells / total power, uW / worst slack (ns)
2_1_floorplan: 2.034 / - / 17 / 19.10 / 1.359
3_3_place_gp: 2.900 / 9.414 / 73 / 39.33 / 0.3709
3_5_place_dp: 2.900 / 9.414 / 73 / 39.82 / 0.3532
4_1_cts: 2.905 / 9.414 / 73 / 39.89 / 0.3537
5_1_grt: 2.953 / 9.414 / 73 / 43.91 / 0.2373
6_report: 2.895 / 9.414 / 73 / 39.21 / 0.3839
==> power by group through the flow <==
stage                 logic, uW  registers, uW  clock network, uW
after global routing       43.9              0                  0
final                      39.2              0                  0
after CTS                  39.9              0                  0
==> worst max-delay path, delay by kind of cell <==
family | cells | cell delay [ns]
buf+inv | 3 | 1.13
mux | 1 | 0.13
fa+ha+maj | 3 | 1.23
==> final timing paths <==
path | endpoint | slack [ns] | depth (start not counted)
worst max-delay path | s[3] | 0.38 | 7
worst min-delay path | s[0] | 2.89 | 3
==> cells in the mapped netlist <==
library cell  n
buf_4         4
fa_1          3
inv_1         5
mux2i_1       1
xnor2_1       2
xor2_1        2
==> area by class of cell <==
class,count,area (um2)
fill,417,3094
timing repair buffer,14,140.1
multi-input combinational,8,105.1
tap,46,57.56
inverter,5,18.77
==> per-layer routing <==
metal / wire (um) / vias to the layer above / track usage [%]
met5: 0 / - / 0
met4: 0 / 0 / 0
met3: 112 / 0 / 1.477
met2: 76 / 13 / 1.284
met1: 304 / 42 / 2.406
li1: - / 63 / -
==> cell families (layout without fill, tap and decap cells) <==
family,after synthesis,count (layout),share of synthesized area (%)
XOR/XNOR,4,4,22.77
buffers and inverters,9,19,31.71
adder cells (fa/ha/maj),3,3,39.03
multiplexers,1,1,6.504
Power and IR drop assume default switching activity.
